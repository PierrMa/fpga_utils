### design.v
`timescale 1ns / 1ps
module full_adder(
    input logic a,b,cin,
    output logic s, cout
    );
    assign s = a^b^cin;
    assign cout = (a&b)|((a^b)&cin);
endmodule
`timescale 1ns / 1ps
module nbits_cla_adder #(parameter N=4)(
    input logic[N-1:0]a,b,
    input logic cin,
    output logic[N-1:0]s,
    output logic cout
    );
    logic [N:0] c;
    assign c[0] = cin;
    assign cout = c[N];
    genvar i;
    generate
        for(i=0;i<N;i++) begin
            full_adder full_adder_i(a[i],b[i],c[i],s[i],c[i+1]);
        end 
    endgenerate
    initial begin
        for(int i=1;i<=N;i++) begin
            c[i] = (a[i-1]&b[i-1])|((a[i-1]^b[i-1])&c[i-1]);
        end
    end
endmodule
### run.sh
#!/bin/bash
# OpenROAD 26Q1-2900-gdf79404cd8, Yosys 0.63+post, stock flow scripts
make -C /OpenROAD-flow-scripts/flow DESIGN_CONFIG=/design/flow/config.mk WORK_HOME=/design/flow/orfs finish
### config.mk
export PLATFORM = sky130hd
export DESIGN_NAME = nbits_cla_adder
export DESIGN_NICKNAME = nbits_cla_adder
export VERILOG_FILES = /design/flow/design.v
export SDC_FILE = /design/flow/constraint.sdc
export NUM_CORES = 4
export LEC_CHECK = 1
export CORE_AREA = 10 10 70 70
export DIE_AREA = 0 0 80 80
### constraint.sdc
current_design nbits_cla_adder

set clk_period 5.0
set clk_io_pct 0.2

create_clock -name clk0 -period $clk_period

set non_clock_inputs [all_inputs -no_clocks]
set_input_delay [expr $clk_period * $clk_io_pct] -clock clk0 $non_clock_inputs
set_output_delay [expr $clk_period * $clk_io_pct] -clock clk0 [all_outputs]
==> impl_metrics.yaml <==
# generated from flow reports
logic_synthesis:
  synth-area-yosys_sq_um: 148
  synth.lib_cells_used.distinct: 3
  yosysSeqAreaShare: 0
  synth.yosys.num_cells: 18
  postSynthCellCount: 18
  synth.largest_area_cell: "sky130_fd_sc_hd__fa_1"
  mappedNetlistArea_sq_um: 148
  synth-warning-count: 5
  post-synth-top-area-fraction: 0.542
  synth.cells.most_frequent: "sky130_fd_sc_hd__inv_1 (10), sky130_fd_sc_hd__buf_4 (4), sky130_fd_sc_hd__fa_1 (4)"
  yosys.cell_count.top_type: "sky130_fd_sc_hd__inv_1"
  topCellsByArea: "sky130_fd_sc_hd__fa_1 (54%), sky130_fd_sc_hd__inv_1 (25%), sky130_fd_sc_hd__buf_4 (20%)"
  synth.avg_cell_area_sq_um: 8.20
die:
  dieHeight_um: 80
  placement_rows: 21
  fp.dieArea_sq_mm: 0.00640
  floorplan.initialDensity: 0.0432
  io_count: 14
  die_w_um: 80
  placeableCoreArea_sq_mm: 0.00342
finish:
  final_layout_size_suffix_gt1_frac: 0
  nFlopsAndLatches: 0
  layout-area-overhead-vs-synth_pct: 114
  num-fill-cells: 408
  num-clock-buffers: 0
  instances_no_fill: 74
  ff_latch_area_sq_um: 0
  final_design_area_no_fill_sq_um: 315
detailed_routing:
  drc: 0
  wl_per_cell_um: 5.57
  wirelength_um: 412
  via_density_per_instance: 1.65
  route.vias.total: 122
  antenna_diode_count: 0
  drt-pass1-iter-count: 2
  drt_iter0_drc: 1
  ant_nets: 0
power:
  power_leakage_nw: 0.137
  sequentialPowerShare: 0
  comb_power_share: 1.000
  clkPwrFrac: 0
  cellPowerDensity_mw_per_mm2: 90.0
  net-switching-power_mw: 0.00786
  sw_frac_of_total: 0.277
  worst_ir_drop_vdd_uv: 19.0
  internal_power_mw: 0.0205
final_timing:
  rsz0062_at_grt: "no"
  maxSlewViolCount: 0
  setup_tns_ps: 0
  fin_crit_sh: 0.891
  final_count_of_negative_setup_slack_endpoints: 0
  fin_crit_ps: 4450
  timing.max_slew.rel_slack: 0.918
  final-hold-violation-count: 0
  holdWs_ps: 3040
  fmaxAchievable_mhz: 225
  setup_ws_ps: 547
  tightest_slew_ps: 122
placed_design:
  dp.final_hpwl_um: 415
  buffer_ports.inserted: 14
  placed_cells_incl_taps: 74
  globalplace.congestion: 0.778
  area_after_detailed_placement_sq_um: 315
  dpl_worst_slack_ps: 523
cts:
  cts_hold_bufs: 0
  postCtsResizedCells: 0
  setup_fix_buffers_added_after_clock_tree_synthesis: 0
setup_path:
  worst_setup_path_end_kind: "output port"
  worst_setup_path_start_kind: "primary input"
  critPathMaxFanout: 1
  path_class: "in2out"
  cp.required_ps: 4000
  worst-endpoint-arrival_ps: 3450
global_routing:
  grt_max_degree: 2
  vias_in_the_first_global_route: 148
  grt_overflow: 0
  grt_pass1_wl_um: 669
  antenna_found_initial: 0
  gr-usage-all-layers: 0.0135
run_status:
  status: "finished clean"
hold_path:
  hold-path-endpoint: "s[0]"
  holdCritPathClass: "in2out"
  hold_path_startpoint: "cin"
  hold_path_depth: 5
flow_run:
  log.warning_count: 32
  max_cap_viol_count: 0
==> power groups by stage <==
stage | clock [mW] | combinational [mW] | sequential [mW]
6_report | 0 | 0.0284 | 0
4_1_cts | 0 | 0.0296 | 0
5_1_grt | 0 | 0.0333 | 0
==> per-layer routing <==
layer / vias up / part of all wire / global-route usage
li1: 60 / - / -
met1: 48 / 0.67 / 0.0255
met2: 14 / 0.17 / 0.0112
met3: 0 / 0.16 / 0.00682
met4: 0 / 0 / 0
met5: - / 0 / 0
==> layout by cell type (no fill, tap or decap) <==
cell type and n:
sky130_fd_sc_hd__clkdlybuf4s50_1 14, sky130_fd_sc_hd__inv_1 10, sky130_fd_sc_hd__fa_1 4
==> how the worst max path moves through the flow <==
stage | end | cells past startpoint | startpoint | slack (ps)
4_1_cts | s[3] | 10 | a[0] | 510
6_report | s[3] | 10 | a[0] | 550
5_1_grt | s[3] | 10 | b[0] | 400
==> layout make-up <==
class,count,area [sq um],area share
timing repair buffer,14,140,0.444
tap,46,57.6,0.183
multi-input combinational,4,80.1,0.254
inverter,10,37.5,0.119
==> cell families (layout without fill, tap and decap cells) <==
group,Yosys count,in the layout,synth area share
fa+ha+maj,4,4,0.542
buf+inv,14,24,0.458
==> critical path: stages <==
cell,delay (ps)
sky130_fd_sc_hd__clkdlybuf4s50_1,390
sky130_fd_sc_hd__inv_1,70
sky130_fd_sc_hd__fa_1,160
sky130_fd_sc_hd__inv_1,50
sky130_fd_sc_hd__fa_1,410
sky130_fd_sc_hd__fa_1,380
sky130_fd_sc_hd__inv_1,70
sky130_fd_sc_hd__fa_1,400
sky130_fd_sc_hd__inv_1,60
sky130_fd_sc_hd__clkdlybuf4s50_1,460
==> through the flow <==
stage,util,power [mW]
floorplan,-,0.0137
CTS,0.0923,0.0296
global placement,0.0923,0.0289
detailed placement,0.0923,0.0294
finish,0.0923,0.0284
global route,0.0923,0.0333
Power and IR drop assume default switching activity.
