## design.v

```verilog
`timescale 1ns / 1ps
module full_adder(
    input logic a,b,cin,
    output logic s, cout
    );
    assign s = a^b^cin;
    assign cout = (a&b)|((a^b)&cin);
endmodule
`timescale 1ns / 1ps
module nbits_ripple_adder #(parameter N=4)(
    input logic[N-1:0] a,b,
    input logic cin,
    output logic[N-1:0]s, 
    output logic cout
    );
    logic [N:0]c;
    assign c[0] = cin;
    assign cout = c[N];
    genvar i;
    generate
        for(i = 0; i<N; i++) begin
            full_adder fa_i(a[i],b[i],c[i],s[i],c[i+1]);
        end
    endgenerate
endmodule
```

## run.sh

```bash
#!/bin/bash
# OpenROAD 26Q1-2900-gdf79404cd8, Yosys 0.63+post, stock flow scripts
make -C /OpenROAD-flow-scripts/flow DESIGN_CONFIG=/design/flow/config.mk WORK_HOME=/design/flow/orfs finish
```

## config.mk

```make
export PLATFORM = sky130hd
export DESIGN_NAME = nbits_ripple_adder
export DESIGN_NICKNAME = nbits_ripple_adder
export VERILOG_FILES = /design/flow/design.v
export SDC_FILE = /design/flow/constraint.sdc
export NUM_CORES = 4
export LEC_CHECK = 1
export CORE_AREA = 10 10 70 70
export DIE_AREA = 0 0 80 80
```

## constraint.sdc

```tcl
current_design nbits_ripple_adder

set clk_period 3.8
set clk_io_pct 0.2

create_clock -name clk0 -period $clk_period

set non_clock_inputs [all_inputs -no_clocks]
set_input_delay [expr $clk_period * $clk_io_pct] -clock clk0 $non_clock_inputs
set_output_delay [expr $clk_period * $clk_io_pct] -clock clk0 [all_outputs]
```

==> out/notes.md <==
The final hold violation count recorded for this run is 0. In the placement report, post-DP HPWL is listed as 393 um. The top cell type in the final layout, fill and taps aside, is sky130_fd_sc_hd__clkdlybuf4s50_1. Counting the fill cells in the layout gives 402.

The post-placement setup slack was -0.200 ns; the proportion of power drawn by combinational gates was 1.000. Across all layers, the routed design uses 121 vias. The first global-routing pass estimated 717 um of wire. Setup repair after global routing left no endpoint under its margin. A synthesized cell averages 8.20 um^2.

The routed layout reports a DRC error count of 0. With the combinational gate area at 90.1 um^2, the number of global-route vias before repair is 145. With the post-route fraction of the period consumed by the critical path at 0.967, the worst relative slew slack is 0.934.

Final hold analysis gives a worst-case slack of 2.43 ns. Summed over all layers, the global routing overflow is 0. The final max-slew violation count was 0. The tools report the number of antenna violations at the first check in global routing as 0. The logs give a warning total of 32. Switching share of power: 0.292.

Post-synthesis cell area: 148 um^2. According to the Yosys statistics, the synthesized design has a chip area of 148 um^2. The switching power came out at 0.0110 mW. The worst setup path is captured at a primary output. The die extent in y is 80 um, and the sequential standard cell area is 0 um^2.

The tools report the register share of total power as 0. The flow ran to the end, and the final reports show no timing, DRC or antenna violations. Summed over all nets, wire length on met2 after detailed routing comes to 105 um.

Entering global routing, the biggest net connects 2 pins. STA classifies the critical path startpoint as an input port. The fraction of the core area occupied by cells at floorplan was 0.0432; the die width was 80 um. The detailed route wirelength on metal3 was 72 um. After routing the design area is 323 um^2. The tally of max-capacitance violations was 0; the sequential-to-total area share from yosys stat was 0.

Between the synthesized netlist and the finished layout, the area growth was recorded as 119%. With the clock share of power at 0, the global placement routability congestion is 0.779. The script logs the ratio of routed vias to standard cells as 1.64. The tightest min-delay check is of the in -> out type. Ranking logic cells in the layout by count gives the top entries sky130_fd_sc_hd__clkdlybuf4s50_1, sky130_fd_sc_hd__inv_1, sky130_fd_sc_hd__inv_2, sky130_fd_sc_hd__fa_2, sky130_fd_sc_hd__dlygate4sd2_1. With the count of antenna-violating nets left after detailed routing at 0, the total routed wire length on the met1 layer is 229 um. The run gives 0 as the setup-violating endpoint count in the final report. The pin closest to its max-slew limit shows a slew of 0.0985 ns. The report lists the number of standard-cell rows as 21. For this run, the number of Yosys warnings is 0. Timing would allow up to 0.272 GHz. The ratio of cells with drive above 1 in the final layout was 0.286; the total die area was 0.00640 mm^2. For this sky-water flow run, the detailed-routed wirelength per cell is reported as 5.51 um. The cell total in the yosys stat output was 18; the post-route setup TNS was 0 ns.

For the post-CTS setup repair buffer count, the log shows 0. As logged by OpenROAD, the buffers inserted on ports number 14. The placeable core region is 0.00342 mm^2. Final sequential cell count: 0. The power report puts the leakage power at 0.132 nW. Power spread over the standard cell area amounts to 116 mW/mm^2.

The post-placement cell area is 315 um^2. According to the timing report, the arrival time at the worst endpoint equals 2.91 ns. Synthesis handed over a netlist of 18 instances. The logs give 0.0265 mW for the internal power and 0 for the count of inserted antenna diode cells. The clock buffer count in the final layout is 0, and the all-layer global routing usage is 0.0135. In the log, the iteration count for the first detailed-route pass is 2. The boundary pin count is 14.

The final timing report gives a worst setup slack of 0.126 ns. The final critical delay including setup and external delays works out to 3.67 ns. Total detailed-routing wirelength: 408 um. The maximum fanout along the worst path works out to 1. The critical path in this run is classified as in -> out. For the worst setup path, the data required time is 3.04 ns. The detailed router finished its first iteration with 3 violations. For the count of cell types in the netlist, the log shows 3. Signal routing reaches up to met3.

The highest supply drop recorded on VDD is 0.0381 mV.
==> repair_timing <==
action	4_1_cts	5_1_grt
endpoints found under the setup margin	2	2
pin swaps	2	2
resized	7	3
hold buffers	0	0
==> worst max-delay path, stage by stage <==
cell	delay, ns
sky130_fd_sc_hd__clkdlybuf4s50_1	0.45
sky130_fd_sc_hd__inv_1	0.05
sky130_fd_sc_hd__fa_2	0.35
sky130_fd_sc_hd__inv_2	0.06
sky130_fd_sc_hd__fa_2	0.20
sky130_fd_sc_hd__fa_2	0.19
sky130_fd_sc_hd__inv_2	0.04
sky130_fd_sc_hd__fa_2	0.32
sky130_fd_sc_hd__inv_2	0.05
sky130_fd_sc_hd__clkdlybuf4s50_1	0.45
==> synthesized netlist by cell type (all sizes together) <==
cell  number  area [um^2]
fa         4         80.1
buf        4         30.0
inv       10         37.5
==> power groups by stage <==
stage	clock network, mW	registers, mW	logic (mW)
after CTS	0	0	0.0385
after global routing	0	0	0.0438
final	0	0	0.0374
==> final timing paths <==
kind,startpoint,end,slack (ns),depth (start not counted)
worst max-delay path,b[0],cout,0.13,10
worst min-delay path,a[0],s[0],2.43,5
==> kinds of logic after synthesis <==
kind of cell | count (synthesis) | share of synthesized area
fa+ha+maj | 4 | 0.542
buf+inv | 14 | 0.458
==> area by class of cell <==
cell class | instances | area share
Multi-Input combinational cell | 4 | 0.279
Inverter | 10 | 0.116
Tap cell | 46 | 0.178
Timing Repair Buffer | 14 | 0.426
==> per-layer routing <==
layer,vias to the layer above,global-route usage
met3,0,0.00455
met5,-,0
met2,13,0.0185
li1,60,-
met4,0,0
met1,48,0.0208
==> stage by stage <==
| step | utilization | power [mW] | cells |
|---|---|---|---|
| floorplan | - | 0.0181 | 18 |
| global placement | 0.0923 | 0.0382 | 74 |
| detailed placement | 0.0923 | 0.0383 | 74 |
| CTS | 0.0938 | 0.0385 | 74 |
| global route | 0.0945 | 0.0438 | 74 |
| finish | 0.0945 | 0.0374 | 74 |
Power is estimated from default activity; no workload was simulated.
